===== design.v =====
`timescale 1ns / 1ps
module BitCounterReceive(clk,reset,do_it,start,btu,eight,pen,done_out );
input do_it,start,clk,reset,btu,eight,pen;
wire do_mux;
reg [3:0] counter;
reg [3:0] next_counter;
reg [3:0] value;
assign do_mux = do_it && ~start;
wire done;
output reg done_out;
always @ (*) begin
	case ({do_mux,btu})
		2'b00: counter = 4'b0;
		2'b01: counter = 4'b0;
		2'b10: counter = next_counter;
		2'b11: counter = next_counter + 1;
	endcase
end
always @(*) begin
	case ({eight,pen})
		2'b00: value = 8;
		2'b01: value = 9;
		2'b10: value = 10;
		2'b11: value = 10;
	endcase
end
always @ (posedge clk,posedge reset) begin
	if (reset) begin
		next_counter <= 4'b0;
		done_out <= 1'b0; end
	else begin
		next_counter <= counter;
		done_out <= done;
	end
end
assign done = next_counter >= value ? 1'b1: 1'b0;
endmodule
`timescale 1ns / 1ps
module BitTimeCounterReceive(start,k,k_div2,doIt,clk,reset,BTU);
input start;
input doIt,clk,reset;
input [19:0] k;
input [19:0] k_div2;
output BTU;
reg [19:0] counters ;
reg [19:0] next_counters;
wire [19:0] k_mux;
assign k_mux = start ? k_div2 : k;
always @ (posedge clk,posedge reset) begin
	if (reset)
		next_counters <= 20'b0;
	else
		next_counters <= counters;
end
always @(*) begin
	case ({doIt,BTU})
		2'b00: counters = 0;
		2'b01: counters = 0;
		2'b10: counters = next_counters + 20'b1;
		2'b11: counters = 0;
	endcase
end
assign BTU = (next_counters == k_mux) ? 1'b1: 1'b0;
endmodule
`timescale 1ns / 1ps
module RxStateMachine(Rx,Btu,Done,clk,reset,DoIt,Start);
input Rx,Btu,Done,reset,clk;
reg DoIt_n,Start_n;
output reg DoIt,Start;
reg [1:0] present_state;
reg [1:0] next_state;
always @ (*) begin
		casez ({present_state,Rx,Btu,Done})
			5'b01_0_0_?: {next_state,DoIt_n,Start_n} = 4'b01_1_1;
			5'b01_0_1_?: {next_state,DoIt_n,Start_n} = 4'b10_1_0;
			5'b00_0_?_?: {next_state,DoIt_n,Start_n} = 4'b01_1_1;  
			5'b00_1_?_?: {next_state,DoIt_n,Start_n} = 4'b00_0_0;
			5'b01_1_?_?: {next_state,DoIt_n,Start_n} = 4'b00_0_0;
			5'b10_?_?_1: {next_state,DoIt_n,Start_n} = 4'b00_0_0;
			5'b10_?_?_0: {next_state,DoIt_n,Start_n} = 4'b10_1_0;
			default: {next_state,DoIt_n,Start_n} = 4'b00_0_0;
		endcase
end
always @ (posedge clk, posedge reset) begin
		if (reset) begin
			present_state <= 2'b00;
			DoIt <= 1'b0;
			Start <= 1'b0;
		end
		else begin
			present_state <= next_state;
			DoIt <= DoIt_n;
			Start <= Start_n;
		end
end
endmodule
`timescale 1ns / 1ps
module UART_Receive(k,k_div2,Rx,port_id,reads,ohel,eight,pen,clk,reset,data,perror,ferror,oerror,RxRdy);
wire start,doIt;
input ohel,eight,pen;
input [19:0] k;
input [19:0] k_div2;
input clk,reset,Rx;
input [15:0] port_id;
input [15:0] reads;
wire Done;
wire BTU;
output RxRdy;
output [7:0] data;
output perror,ferror,oerror;
BitTimeCounterReceive bc2(.start(start),.k(k),.k_div2(k_div2),.doIt(doIt),.clk(clk),.reset(reset),.BTU(BTU));
BitCounterReceive bcr(.clk(clk),.reset(reset),.do_it(doIt),.start(start),.btu(BTU),.eight(eight),.pen(pen),.done_out(Done) );
RxStateMachine 		rx(.Rx(RxRdy),.Btu(BTU),.Done(Done),.clk(clk),.reset(reset),.DoIt(doIt),.Start(start));
receive_datapath  re1(.clk(clk),.reset(reset),.BTU(BTU),.start(start),.port_id(port_id),.reads(reads),.rx(Rx),.rx_rdy(RxRdy),.ohel(ohel),.eight(eight),.pen(pen),.done_d(Done),.perr(perror),.ferr(ferror),.ovf(oerror),.out_port(data));
endmodule
`timescale 1ns / 1ps
module receive_datapath(clk,reset,BTU,start,reads,port_id,rx,rx_rdy,ohel,eight,pen,done_d,perr,ferr,ovf,out_port);
input BTU, clk, reset;
input start;
input eight;
input ohel;
input rx;
input pen;
input done_d;
input [15:0] reads;
input [15:0] port_id;
output wire [7:0] out_port;
wire sh_wire;
wire [9:0] shift_data;
wire b9,b8,b7;
wire [6:0] b;
assign sh_wire = BTU && ~start;
shift_reg_receive sr(.sh(sh_wire),.sdi(rx),.clk(clk),.reset(reset),.out(shift_data));
remap_combo   r1(.data(shift_data),.eight(eight),.pen(pen),.out_port(out_port),.bit_9(b9),.bit_8(b8),.bit_7(b7),.bit_else(b));
wire parity_gen_select,parity_bit_select;
assign parity_gen_select = eight == 1 ? b7 : 1'b0;
assign parity_bit_select = eight == 1 ? b8 : b7;
wire parity_xor,parity_value;
assign parity_xor =  b ^ parity_gen_select;
assign parity_value = ~ohel ? parity_xor : ~parity_xor;
wire parity_2;
assign parity_2 = parity_value ^ parity_bit_select;
wire parity_error;
assign parity_error = pen && parity_2 && done_d;
wire stop_bit_select;
assign stop_bit_select = ~({pen,eight} == 2'b00 ? b7 : ({pen,eight}==2'b01 || {pen,eight} == 2'b11) ? b8 :b9);
wire framing_error;
assign framing_error = done_d && stop_bit_select;
wire overflow_error;
assign overflow_error = done_d && rx_rdy;
wire clear;
assign clear = reads[0] && port_id == 0;
reg rxRdy;
output reg rx_rdy,perr,ferr,ovf;
always @(*)
	if (done_d)
		rx_rdy = 1'b1;
	else if (clear)
		rx_rdy = 1'b0;
always @(*)
	if (overflow_error)
		ovf = 1'b1;
	else if (clear)
		ovf = 1'b0;
always @(*)
	if (parity_error)
		perr = 1'b1;
	else if (clear)
		perr = 1'b0;
always @(*)
	if (framing_error)
		ferr = 1'b1;
	else if (clear)
		ferr = 1'b0;
endmodule
`timescale 1ns / 1ps
module remap_combo(data,eight,pen,out_port,bit_9,bit_8,bit_7,bit_else);
output bit_9,bit_8,bit_7;
output [6:0] bit_else;
reg [9:0] value;
output [7:0] out_port;
input eight,pen;
input [9:0] data;
always @ (*)
	case ({eight,pen})
		2'b00: value = {2'b0, data[8:2]};
		2'b01: value = {1'b0, data[8:1]};
		2'b10: value = {1'b0, data[8:1]};
		2'b11: value = data;
	endcase
assign out_port = {~eight ? 1'b0:value[7],value[6:0]};
assign bit_9 = value[9];
assign bit_8 = value[8];
assign bit_7 = value[7];
assign bit_else = value[6:0];
endmodule
`timescale 1ns / 1ps
module shift_reg_receive(sh,sdi,clk,reset,out);
input sh,sdi,clk,reset;
output reg [9:0] out;
always @ (posedge clk, posedge reset)
	if (reset)
		out <= 10'b00000_00000;
	else if (sh)
		out <= {sdi,out[9:1]};
endmodule

===== run.sh =====
#!/bin/bash
# OpenROAD 26Q1-2900-gdf79404cd8, Yosys 0.63+post, stock flow scripts
make -C /OpenROAD-flow-scripts/flow DESIGN_CONFIG=/design/flow/config.mk WORK_HOME=/design/flow/orfs finish

===== config.mk =====
export PLATFORM = sky130hd
export DESIGN_NAME = UART_Receive
export DESIGN_NICKNAME = UART_Receive
export VERILOG_FILES = /design/flow/design.v
export SDC_FILE = /design/flow/constraint.sdc
export NUM_CORES = 4
export LEC_CHECK = 1
export CORE_UTILIZATION = 50

===== constraint.sdc =====
current_design UART_Receive

set clk_period 6.9
set clk_io_pct 0.2

create_clock -name clk0 -period $clk_period [get_ports {clk}]

set non_clock_inputs [all_inputs -no_clocks]
set_input_delay [expr $clk_period * $clk_io_pct] -clock clk0 $non_clock_inputs
set_output_delay [expr $clk_period * $clk_io_pct] -clock clk0 [all_outputs]

==> commit_impl_results.txt <==
Log flow metrics for this revision

* Count of hold-fix buffers inserted at cts: 0
- In the synthesized netlist the dominant register cell turns out to be dfrtp_1.
* Status: finished, final reports clean
* CP Data Required Time: around 5500 ps
- Endpoints failing hold in the final report were tallied at 0.
* Clock Root Buffer: clkbuf_8
* Crit path max fanout: 8
* Core region area: between 0.004 and 0.005 sq mm
- Input and output buffers added on the ports amount to about 74.
* Filler Cell Count: 375
- Number of instances in the placed design: approximately 390
- The first global-routing pass estimated approximately 8.6 mm of wire.
* Remaining antenna violation count: 0
* Critical Path Start Type: input port
* Via count: around 2.1k
* Power density normalized to cell area: roughly 130 mW/mm^2
* Part of the cycle the worst path needs: 0.6805
* Half-perimeter wire length after placement: just under 4 mm
* Cell count after synthesis: between 200 and 300
- Worst slew margin: 0.4886
* Width of the die: approximately 73 microns
- Pins Over Slew Limit: 0
* Setup violation total in the final timing report: 0
* Sequential cell area: 0.001011 sq mm
- Counting cells, the worst reg-to-reg path comes to 7.
* H-Tree Depth: 2
- Overall global routing resource usage: 0.2166
- Number of register bits inferred by synthesis: around 42
* Number of buffers added for setup after CTS: 0
* Mapped Avg Cell Area: 9.763 sq um
* Post-synth area hogs: dfrtp_1 (38%), xnor2_1 (9.7%), mux2i_1 (7.9%), nor2_1 (4.9%), xor2_1 (4.5%)
- Number of synthesis warnings: 6
* TritonCTS buffer count: 5
- Number of standard cells in the layout, taps in and fillers out: roughly 400
- The power report puts the leakage power at between 0.0015 and 0.002 uW.
- Cell count listed in synth_stat.txt: about 260
- Clock transition at the register clock pins on the worst setup and hold paths after CTS: roughly 60 ps
- For this block, the routed nets add up to ~5.2 mm of wire.
- In this run the layout overhead on the synthesized area is reported as 33.65%.
* RSZ-0062 raised after global routing: false
- Weighted congestion at the end of routability-driven global placement: 0.8449
- The critical path is of the input port to primary output type.
- Per the detail_route report, routed wire per instance is around 13 microns.
* Unique masters post-synth: 37
* Portion of synthesized cell area occupied by the leading cell type: 0.3761
- Yosys mapped a number of flops with a built-in enable equal to 0.
- The data arrival time reported for the critical path is roughly 3300 ps.
- DRT iter0 DRCs: just over 100
- TritonRoute reported its final design rule violation total as 0.
* Via/cell ratio: 5.185
* Setup Skew: 7.403 ps
- The tool warning count for the run is 43.
- Netlist Area Pre-Place: between 0.002 and 0.003 sq mm
- The floorplan step defined a die boundary enclosing 0.005346 sq mm.
- Minimum clock period after layout: 4695 ps
- Gates resized, CTS repair: 0
* Drt pass-1 iters: 4
- Summed over all failing endpoints, the final setup total negative slack is 0 ps.
* Register pins left without a clock: 4
- ~90 I/O pins were placed.
- After synthesis, the share of flip-flops with an asynchronous set or reset is 0.9048.
* Overflow left after global routing: 0
* Class of the most critical hold timing path: register to register
- Static timing analysis puts the maximum clock frequency at 213.0 MHz.
- Across the run, the number of max-cap violations was 0.
* Multi-input gate area in the final layout: ~0.0014 sq mm
* Hold Crit Depth: 1
* Dominant cell type by area after synthesis: dfrtp_1
* Maximum count of clock buffers along a single path: 2
- According to the floorplan report, the die height is approximately 73 microns.
* Synthesized chip area reported by yosys: between 0.002 and 0.003 sq mm
* VDD IR-drop max: 0.1342 mV
- Number of antenna violations at the first check in global routing: 0
* Floorplan core density: 0.5284
* Count of endpoints without a timing constraint: 8
- Crit end category: primary output
- The layout summary lists the proportion of cells stronger than drive strength 1 as 0.07229.
* Inserted Diodes: 0
- For reference, the placement row count at floorplan is 25.
- Vias in the first global route: about 1.9k
- TritonCTS built the clock tree.
- Entering global routing, the biggest net connects 39 pins.
* Worst Tran Pin Value: around 760 ps
- The later pin in the worst-skew pair is clocked with a latency of 280 ps.
-- path summary, 6_finish.rpt --
path,end,slack [ps],from
worst max-delay path,data[0],2200,eight
worst min-delay path,re1.sr.out[9],500,re1.sr.out[9]
max in group asynchronous,re1.sr.out[1],5060,reset
worst max register to register,re1.sr.out[5],3820,rx.present_state[0]
worst min register to register,re1.sr.out[9],500,re1.sr.out[9]
min in group asynchronous,bc2.next_counters[15],1510,reset
-- logic make-up (layout without fill, tap and decap cells) --
| family | Yosys count | after routing | share of synthesized area |
|---|---|---|---|
| flops | 38 | 38 | 0.3761 |
| mux | 30 | 30 | 0.1237 |
| latches | 4 | 4 | 0.02375 |
| buf+inv | 18 | 91 | 0.03909 |
| fa+ha+maj | 7 | 7 | 0.03463 |
| compound gates | 29 | 29 | 0.07175 |
| simple gates | 92 | 92 | 0.1890 |
| xor+xnor | 41 | 41 | 0.1420 |
-- synth_stat cells, drive strengths merged, types with 2 or more instances --
library cell  count
buf               6
and4              3
inv               7
dlxtn             4
xor2             13
a21oi             4
mux2             10
nand3            13
a21boi            2
nand4             4
and3              3
a22oi             8
or4               3
o31ai             2
mux2i            20
o21ai            11
nor2             33
nand2            15
xnor2            28
clkbuf            5
dfrtp            38
and2              3
nor3              5
nor4              6
ha                7
-- worst max-delay path, cell delays in order --
cell	delay, ps
clkdlybuf4s50_1	500
inv_1	110
ha_1	440
a22oi_1	90
o21ai_0	270
clkdlybuf4s50_1	520
-- cell type report --
cell class | count | area share
inverters | 7 | 0.007775
well taps | 67 | 0.02481
flip-flops and latches | 42 | 0.2991
clock buffers | 7 | 0.02258
repair buffers | 77 | 0.2258
multi-input cells | 199 | 0.4198
-- power breakdown --
group | internal (uW) | switching (uW) | leakage [uW]
clock network | 69.5 | 71.5 | 0.0000383
logic | 42.6 | 23.6 | 0.000937
registers | 224 | 1.41 | 0.000528
-- layout by cell type (no fill, tap or decap), types with 3 or more instances in the layout --
master and count:
a21oi_1 4, a22oi_1 8, and2_1 3, and3_1 3
and4_1 3, buf_4 3, clkbuf_8 5, clkdlybuf4s50_1 74
dfrtp_1 38, dlxtn_1 4, ha_1 7, inv_1 7
mux2_2 10, mux2i_1 20, nand2_1 15, nand3_1 13
nand4_1 3, nor2_1 33, nor3_1 4, nor4_1 4
o21ai_0 10, or4_1 3, xnor2_1 28, xor2_1 13
-- metal layers --
metal,track usage,part of all wire,up-vias
li1,-,-,1041
met3,0.03641,0.065,7
met5,0,0,-
met4,0.01743,0.0099,0
met1,0.3533,0.49,962
met2,0.3333,0.43,59
-- flip-flops by register name (all words and copies together), names as in the netlist --
register,flops
re1.perr,1
bcr.next_counter,4
re1.ferr,1
re1.sr.out,10
rx.present_state,2
bc2.next_counters,20
re1.rx_rdy,1
bcr.done_out,1
rx.DoIt,1
re1.ovf,1
-- per-stage QoR --
stage | worst slack, ps | util | hold slack, ps | instance area (sq um) | power [uW]
finish | 2205 | 0.7061 | 504.4 | 3379 | 432.5
global route | 2062 | 0.7061 | 534.5 | 3379 | 453.3
CTS | 2203 | 0.7061 | 508.5 | 3379 | 435.9
detailed placement | 2206 | 0.6902 | 493.6 | 3303 | 296.1
global placement | 2217 | 0.6902 | 486.0 | 3303 | 295.1
floorplan | 3228 | - | 475.0 | 2529 | 255.0
Power figures rest on the tool's default switching activity, not on a simulated workload.
